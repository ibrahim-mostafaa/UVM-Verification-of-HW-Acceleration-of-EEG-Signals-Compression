===== /design/flow/run.sh =====
#!/bin/bash
# OpenROAD 26Q1-2900-gdf79404cd8, Yosys 0.63+post, stock flow scripts
make -C /OpenROAD-flow-scripts/flow DESIGN_CONFIG=/design/flow/config.mk WORK_HOME=/design/flow/orfs finish

===== /design/flow/design.v =====
module equal #(parameter width=8)(
input  [width-1:0] a,b, output  y);
assign y = (a===b)?1:0;
endmodule 

===== /design/flow/config.mk =====
export PLATFORM = sky130hd
export DESIGN_NAME = equal
export DESIGN_NICKNAME = equal
export VERILOG_FILES = /design/flow/design.v
export SDC_FILE = /design/flow/constraint.sdc
export NUM_CORES = 4
export LEC_CHECK = 1
export CORE_AREA = 10 10 70 70
export DIE_AREA = 0 0 80 80

===== /design/flow/constraint.sdc =====
current_design equal

set clk_period 1.0
set clk_io_pct 0.2

create_clock -name clk0 -period $clk_period

set non_clock_inputs [all_inputs -no_clocks]
set_input_delay [expr $clk_period * $clk_io_pct] -clock clk0 $non_clock_inputs
set_output_delay [expr $clk_period * $clk_io_pct] -clock clk0 [all_outputs]

==> impl_metrics.yaml <==
# yosys + openroad results
synthesis:
  synth_largest_type_area_fraction: 0.812
  postSynthCellCount: 11
  yosys-stat-area_sq_um: 86.3
  ys_sh_mux: 0
  synthesis.area_sq_um: 86.3
  synth_seq_share: 0
  ys_sh_aoi: 0
  synth.avg_cell_area_sq_um: 7.85
  ys_cells: 11
  synth.distinct_cells: 3
  top_cell: "xnor2_1"
  logic_family: "XOR/XNOR gates"
  common_cells: "8 x xnor2_1, 2 x nand4_1, 1 x nor2_1"
  adder_share: 0
  yosys_warnings: 0
  top_area_cell: "xnor2_1"
  xor_area_frac: 0.812
  synthSimpleGateAreaFrac: 0.188
  area_leaders: "xnor2_1 81%, nand4_1 14%, nor2_1 4.3%"
placed_design:
  port_buffers: 17
  gp_congestion: 0.703
  dpl_cell_area_sq_um: 314
  place_ws_ps: -747
worst_setup_path:
  critical_path.startpoint: "b[1]"
  crit_fanout: 1
  crit_type: "in -> out"
  timing.critical_path.to: "y"
  cp.arrival_ps: 790
  required_ps: 800
  critPathLaunchType: "input pin"
  endpoint_kind: "output port"
finish:
  clkbuf_count: 0
  comb_area_sq_um: 131
  post-route-cell-area_sq_um: 312
  flops: 0
  area_growth_pct: 261
  fillers: 404
  drive_above_1_share: 0.821
  register_area_sq_um: 0
floorplan:
  die_area_sq_um: 6400
  die_h_um: 80
  ios: 17
  rows: 21
  core_area_sq_um: 3420
  initial_core_util: 0.0253
  die_x_um: 80
routing:
  postRouteAntennaNets: 0
  drtIter0Drc: 0
  routed_wirelength_um: 510
  drt_first_pass_iters: 1
  viasPerCell: 1.88
  wl_per_cell_um: 6.89
  vias: 139
  antennaDiodeCount: 0
  route.detailed.drc: 0
hold_path:
  holdCritPathClass: "in -> out"
sta:
  fmax_ghz: 1.01
  finalClockPeriodUsage: 0.987
  min_period_ps: 987
  hold_violations: 0
  finalMaxSlewViolations: 0
  worstMarginPinSlew_ps: 130
  setup_violations: 0
  rsz0062_at_grt: "yes"
  finalWorstSetupSlack_ps: 12.6
  slew-limit-headroom: 0.912
pwr:
  p_per_area_nw_per_um2: 348
  ir_worst_vdd_mv: 0.0586
  p_leak_nw: 0.133
cts:
  postCtsHoldBufs: 0
global_route:
  grt_max_degree: 2
  grt_pass1_vias: 155
  grtUsageTotal: 0.0141
  grt_pass1_wl_um: 759
  antenna_found_initial: 0
  grt.overflow.total: 0
job:
  drv_cap: 0
  log.warning_count: 33
status:
  status: "complete, no violations"
==> power by group <==
part           internal (W)  leakage (nW)  switching (W)
logic             0.0000742         0.133      0.0000341
registers                 0             0              0
clock network             0             0              0
==> layer usage <==
metal	up-vias	routed length [um]	track usage
li1	71	-	-
met1	61	226	0.0178
met2	7	242	0.0249
met3	0	41	0.00341
met4	0	0	0
met5	-	0	0
==> metrics by stage <==
step	std cells	utilization	hold WS, ps	power [W]	setup TNS (ps)
finish	74	0.0912	746	0.000108	0
global route	74	0.0912	780	0.000116	-26.7
CTS	74	0.0751	756	0.0000844	0
detailed placement	74	0.0919	1440	0.000103	-747
global placement	74	0.0919	1450	0.000102	-741
floorplan	11	-	515	0.0000307	0
==> critical path, cell delays in order <==
cell	delay (ps)
buf_6	100
xnor2_2	150
nand4_1	130
nor2_1	120
buf_2	100
==> cells in the final DEF (no fill, tap or decap) <==
cell type  synthesis  final
buf_6              0      6
xnor2_1            8      2
xnor2_2            0      6
buf_2              0     11
nand4_1            2      2
nor2_1             1      1
==> timing repair <==
item | in CTS | in global routing
setup buffers | 0 | 0
gates cloned | 0 | 0
endpoints found under the setup margin | 1 | 1
pin swaps | 11 | 5
resized | 65 | 8
==> layout make-up <==
type | count | area share
repair buffers | 17 | 0.394
well taps | 46 | 0.185
multi-input cells | 11 | 0.422
==> how the worst min path moves through the flow <==
stage	start	end	slack, ps	cells after the start
4_1_cts	b[7]	y	760	5
5_1_grt	a[7]	y	780	5
6_report	b[7]	y	750	5
==> cells by family (layout without fill, tap and decap cells) <==
family                    after synthesis  after routing
xor gates and xnor gates                8              8
and+or+nand+nor                         3              3
buffers and inverters                   0             17
Power figures rest on the tool's default switching activity, not on a simulated workload.
