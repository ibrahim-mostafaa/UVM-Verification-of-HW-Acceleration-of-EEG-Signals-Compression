## design.v

```verilog
module adder #(parameter width = 8) ( 
input wire signed [width-1:0] a,b, 
output wire signed [width :0] y); 
assign y = a + b;
endmodule
module diff #(parameter width = 8) ( 
input wire signed [width-1:0] a,b, 
output wire signed [width :0] y
); 
assign y = a - b;
endmodule
module flopr#(parameter width =8)(
input wire clk, rst_n, 
input wire signed [width-1:0] d, 
output reg signed [width-1:0] q 
);
always @(posedge clk or negedge rst_n)
if (!rst_n) q <= 0;
else q <= d;
endmodule 
module dwt(
input wire clk,rst_n, 
input wire signed [7:0] input1,input2, 
output wire  signed [8:0] average, difference); 
wire signed [8:0] mid_avg,mid_diff; 
wire signed [8:0] shifted_average, shifted_difference;
adder #(8) a1 (input1,input2,mid_avg); 
diff #(8) d1 (input1,input2,mid_diff); 
assign shifted_average = mid_avg >>> 1;
assign shifted_difference = mid_diff >>> 1; 
flopr#(9) ff2 (.clk(clk), .rst_n(rst_n), .d(shifted_average), .q(average));
flopr#(9) ff3 (.clk(clk), .rst_n(rst_n), .d(shifted_difference), .q(difference));
endmodule 
```

## run.sh

```bash
#!/bin/bash
# OpenROAD 26Q1-2900-gdf79404cd8, Yosys 0.63+post, stock flow scripts
make -C /OpenROAD-flow-scripts/flow DESIGN_CONFIG=/design/flow/config.mk WORK_HOME=/design/flow/orfs finish
```

## config.mk

```make
export PLATFORM = sky130hd
export DESIGN_NAME = dwt
export DESIGN_NICKNAME = dwt
export VERILOG_FILES = /design/flow/design.v
export SDC_FILE = /design/flow/constraint.sdc
export NUM_CORES = 4
export LEC_CHECK = 1
export CORE_AREA = 10 10 86 86
export DIE_AREA = 0 0 96 96
```

## constraint.sdc

```tcl
current_design dwt

set clk_period 1.0
set clk_io_pct 0.2

create_clock -name clk0 -period $clk_period [get_ports {clk}]

set non_clock_inputs [all_inputs -no_clocks]
set_input_delay [expr $clk_period * $clk_io_pct] -clock clk0 $non_clock_inputs
set_output_delay [expr $clk_period * $clk_io_pct] -clock clk0 [all_outputs]
```

==> results.yml <==
# physical design summary
clock_tree:
  cts_inserted_buffers: 3
  path_clk_slew_ns: 0.06
  cts_buffer_depth: 2
  cts.htree.levels: 1
  clk_root_buffer_cell: "sky130_fd_sc_hd__clkbuf_8"
  tritoncts_clock_tree: "built"
  clock_sink_count: 16
route:
  initialDrtViolationCount: 73
  antenna_cells: 0
  ant_nets: 0
  first_pass_iters: 4
  totalWireLength_mm: 3.522
  vias: 1206
  vias_per_cell: 4.354
  drt_drc_violations_left: 0
  wl_per_cell_um: 12.71
power:
  power.switching_mw: 0.7012
  ir_worst_vdd_mv: 0.3986
  internal_pwr_total_mw: 1.782
  share_seq_of_total_power_pct: 32.1
  power_density_mw_per_mm2: 1099
  comb_power_share_pct: 45.7
  p_leak_nw: 1.009
  share_clk_of_total_power_pct: 22.2
  power_mw: 2.483
  switching_share_pct: 28.24
hold_path:
  hold_path.class: "in -> async"
timing:
  timing.setup.tns_ns: -3.356
  worstMarginPinSlew_ns: 0.2647
  finalHoldViolCount: 0
  fmaxAchievable_mhz: 700.7
  count_of_final_setup_violators: 13
  fin_crit_ns: 1.427
  fin_crit_sh_pct: 142.7
  fin_worst_hold_slack_ns: 0.2839
  maxSlewViolCount: 0
  max-slew-margin-rel_pct: 82.36
  unrepaired_setup_endpoints_after_global_routing: "true"
  timing.final.ws_setup_ns: -0.4271
die:
  design.core.area_mm2: 0.005540
  initial_utilization_pct: 21.05
  design.portCount: 36
  floorplan.die.width_um: 96
  die_height_um: 96
  die-area_mm2: 0.009216
  std_cell_rows: 27
synthesis:
  yosys_warnings: 1
  yosys_synthesis_chip_area_mm2: 0.001166
  postSynth.asyncResetShare_pct: 100.0
  mapped_cell_area_mm2: 0.001166
  synthDistinctLibCells: 36
  synth_sequential_area_ratio_pct: 34.33
  yosysCellCount: 125
  flip_flop_and_latch_count_after_synthesis: 16
  gate_count_post_synth: 125
  enable_flop_cells: 0
  synth_top_flop_cell: "sky130_fd_sc_hd__dfrtp_1"
  synthesized_area_per_cell_um2: 9.329
outcome:
  outcome: "finished with violations"
  violations: "negative setup slack"
run:
  maxCapViolCount: 0
  warnings: 35
finish:
  fin_util_pct: 40.79
  most_common_cell_after_layout_fill_and_taps_aside: "sky130_fd_sc_hd__buf_4"
  final.fill_count: 531
  area_growth_syn_to_layout_pct: 93.78
  final_cell_mix: "sky130_fd_sc_hd__buf_4 (34), sky130_fd_sc_hd__dfrtp_1 (16), sky130_fd_sc_hd__buf_6 (16), sky130_fd_sc_hd__clkbuf_2 (12), sky130_fd_sc_hd__buf_2 (9)"
  drive_above_1_share_pct: 59.02
  finish.instance_area_mm2: 0.002260
  fin_cells: 277
setup_path:
  crit_path_max_fanout: 4
  worstPathRequired_ns: 1.13
  worst_path_largest_cell_delay_ns: 0.46
  path_cells: "buf_12 > inv_12 > ha_4 > and4bb_1 > nor3_2 > or4_1 > and3_1"
  worstSetupPathType: "in -> reg"
  cell_with_the_largest_stage_delay_on_the_worst_path: "sky130_fd_sc_hd__or4_1"
  start_kind: "input port"
  path_buffers: 2
  end_kind: "flip-flop"
  worst_ep_arrival_time_ns: 1.56
  critical_path.top_delay_family: "simple AND/OR/NAND/NOR gates"
grt:
  grt_util_all_layers_pct: 7.242
  largest_net_degree_at_the_start_of_global_routing: 17
  first_global_vias: 1187
  initial_antenna_violation_count: 0
  global_route_wire_length_before_repair_mm: 5.492
  grt_residual_overflow: 0
placement:
  placed_cells_incl_taps: 256
  routabilityCongestion: 0.9361
  place_ws_ns: -1.154
  placement.cell_area_mm2: 0.001873
  hpwl_after_detailed_placement_mm: 2.583
  placement.io_buffers: 35
==> sequential cells by signal, indices dropped and copies added (netlist names) <==
name   cells
ff3.q      8
ff2.q      8
==> logic make-up (layout without fill, tap and decap cells) <==
| kind of cell | Yosys count | in the layout | synth area share [%] |
|---|---|---|---|
| adders and majority gates | 16 | 16 | 18.46 |
| muxes | 1 | 1 | 0.8584 |
| and+or+nand+nor | 35 | 35 | 16.74 |
| DFF | 16 | 16 | 34.33 |
| xor gates and xnor gates | 7 | 7 | 5.258 |
| AOI/OAI and AO/OA | 28 | 28 | 15.99 |
| buffers and inverters | 22 | 102 | 8.368 |
==> power by group through the flow <==
stage	registers, mW	logic (mW)	clock network (mW)
CTS	0.800	1.08	0.578
global route	0.805	1.25	0.616
finish	0.797	1.13	0.552
==> per-layer routing <==
layer | global-route usage, % | vias up | wire [um] | share of wire (%)
li1 | - | 597 | - | -
met1 | 10.50 | 569 | 1636 | 46
met2 | 10.99 | 36 | 1582 | 45
met3 | 1.336 | 4 | 237 | 6.7
met4 | 1.597 | 0 | 65 | 1.8
met5 | 0 | - | 0 | 0
==> repair_timing <==
| action | in CTS | in global routing |
|---|---|---|
| pin swaps | 21 | 25 |
| setup endpoints to repair | 34 | 22 |
| hold buffers | 0 | 0 |
| resized | 138 | 37 |
| setup buffers | 16 | 3 |
| gates cloned | 0 | 0 |
==> worst paths after layout <==
kind,depth (start not counted),from,slack [ns],end
worst max-delay path,7,input2[2],-0.43,ff2.q[4]
worst min-delay path,2,rst_n,0.28,ff3.q[3]
max in group asynchronous,2,rst_n,0.60,ff2.q[0]
min in group clk0,2,input1[1],0.31,ff2.q[0]
==> cell usage after synthesis, drive strengths merged (2+ instances only) <==
master,count,area [um^2]
o31ai,2,15.01
buf,3,26.27
a221oi,2,17.52
dfrtp,16,400.4
a21oi,7,35.03
ha,14,175.2
nor2b,6,37.54
inv,15,56.30
xnor2,4,35.03
nand2,2,7.510
nor3b,2,15.01
or4,3,22.52
o211ai,2,15.01
fa,2,40.04
nor3,5,25.02
xor2,3,26.28
clkbuf,4,15.01
nor2,8,30.03
o21ai,6,30.03
nand3,4,20.02
==> layout make-up <==
| type | instances | area, um^2 | share of cell area, % |
|---|---|---|---|
| tap | 72 | 90.09 | 3.987 |
| sequential | 16 | 400.4 | 17.72 |
| inverter | 15 | 75.07 | 3.322 |
| timing repair buffer | 83 | 700.7 | 31.01 |
| multi-input combinational | 87 | 938.4 | 41.53 |
| clock buffer | 4 | 55.05 | 2.436 |
Power figures rest on the tool's default switching activity, not on a simulated workload.
