**flow/config.mk**
```make
export PLATFORM = sky130hd
export DESIGN_NAME = flopenr
export DESIGN_NICKNAME = flopenr
export VERILOG_FILES = /design/flow/design.v
export SDC_FILE = /design/flow/constraint.sdc
export NUM_CORES = 4
export LEC_CHECK = 1
export CORE_AREA = 10 10 70 70
export DIE_AREA = 0 0 80 80
```
**flow/constraint.sdc**
```tcl
current_design flopenr

set clk_period 1.0
set clk_io_pct 0.2

create_clock -name clk0 -period $clk_period [get_ports {clk}]

set non_clock_inputs [all_inputs -no_clocks]
set_input_delay [expr $clk_period * $clk_io_pct] -clock clk0 $non_clock_inputs
set_output_delay [expr $clk_period * $clk_io_pct] -clock clk0 [all_outputs]
```
**flow/run.sh**
```bash
#!/bin/bash
# OpenROAD 26Q1-2900-gdf79404cd8, Yosys 0.63+post, stock flow scripts
make -C /OpenROAD-flow-scripts/flow DESIGN_CONFIG=/design/flow/config.mk WORK_HOME=/design/flow/orfs finish
```
**flow/design.v**
```verilog
module flopenr#(parameter width =8)(
input wire clk, rst_n,en, 
input wire  [width -1:0] d, 
output reg [width -1:0] q );
always @(posedge clk or negedge rst_n)
if (!rst_n) q <= 0;
else if(en) q <= d;
endmodule 
```
==> results.toml <==
# flow metrics
[critical_path]
worstSetupStartpoint = "q[5]"
r2r_slack_ns = 0.11
critPathSlowestCell = "dfrtp_1"
crit_required_ns = 0.80
cp_top_family = "flip-flops"
crit_type = "register to output port"
cp_cell_sequence = "buf_2"
cpPeakStageDelay_ns = 0.38
crit_buf_inv = 1
reg2reg_to = "q[5]"
worstPathMaxFanout = 2
endpoint = "q[5]"
cp.arrival_ns = 0.75
start_kind = "register"
end_kind = "output port"
crit_cells = 1
reg2reg_depth = 2
r2r-start = "q[5]"

[pwr]
power.switching_uw = 164
pwr-share-clk = 0.312
p_seq_frac = 0.476
p_int_uw = 618
leakagePower_uw = 0.000274
power.combinational.fraction = 0.211
powerDensity_nw_per_um2 = 1330
peakVddDrop_mv = 0.575
p_sw_frac = 0.210

[clock_tree]
tritoncts = "yes"
path_clk_slew_ns = 0.05
cts.htree.levels = 1
clk_latency_ns = 0.25
hold_buffers = 0
clkSinkCount = 8
numCtsBuffers = 3
clock_path_buffers = 2
clock-root-buffer = "clkbuf_4"

[routing]
ant_nets = 0
drt_wl_total_um = 938
antenna_cells = 0
route.vias.total = 229
first_pass_iters = 2
drcViolationCount = 0
vias_per_cell = 2.60
routed_wire_length_per_instance_um = 10.7
drt_iter0_drc = 12

[timing]
timing.slew.headroom = 0.765
holdWs_ns = 0.219
fmax_mhz = 1050
setup_viol = 0
tns_ns = 0
hold_viol = 0
slew_violations = 0
worstMarginPinSlew_ns = 0.351
fin_crit_ns = 0.952
clock_skew_ns = 0
rsz0062_at_grt = "true"
post-route-period-util = 0.952

[die]
io_pins = 19
fp.coreArea_um2 = 3420
rows = 21
fp_util = 0.0971
die-area_um2 = 6400
die_w_um = 80
die_h_um = 80

[logic_synthesis]
yosys_warnings = 1
ys_sh_adder = 0
yosysUniqueCellTypes = 3
synth.cell_area_um2 = 332
logic_family = "multiplexers"
synthMuxAreaShare = 0.362
yosys_area_um2 = 332
ys_sh_xor = 0
syn_inst = 17
yosys-stat-cells = 17
syn_area_per_cell_um2 = 19.5
ys_sh_aoi = 0
ys_ff = 8
postSynthSeqShare = 0.604
yosys.area_share.simple = 0

[min_path]
holdCritPathClass = "primary input to asynchronous set/reset pin"

[place]
globalplace.congestion = 0.752
dpl_cell_area_um2 = 601
port_buffers = 18

[global_route]
grt_pass1_vias = 252
grt.overflow.total = 0
grt_max_degree = 9
track_usage = 0.0314
antenna_found_initial = 0
grt_pass1_wl_um = 1460

[run]
cap_violations = 0
warnings = 29

[cells_and_area]
final_cell_area_um2 = 589
largest_reg_flops = 8
drive_gt1_frac = 0.571
area_growth_syn_to_layout_pct = 77.7
final_util = 0.173
top_regs = "q x8"
largest_register = "q"
lay_top_count = "clkdlybuf4s50_1"
most-common-layout-cells = "clkdlybuf4s50_1 (9), mux2_4 (8), buf_2 (8), dfrtp_1 (8), buf_4 (4)"

[status]
status = "complete, no violations"
==> layout make-up <==
type | instances | area [um2]
clock buffers | 3 | 22.5
multi-input cells | 8 | 120
flip-flops and latches | 8 | 200
repair buffers | 23 | 189
well taps | 46 | 57.6
fillers | 387 | 2830
==> worst min path at each step <==
stage	start	endpoint	slack [ns]	cells past startpoint
CTS	rst_n	q[6]	0.23	1
global route	rst_n	q[6]	0.23	1
finish	rst_n	q[6]	0.22	1
==> cells by family (layout without fill, tap and decap cells) <==
| kind of cell | Yosys count | in the layout |
|---|---|---|
| mux | 8 | 8 |
| flops | 8 | 8 |
| buf+inv | 1 | 26 |
==> power groups by stage <==
stage / registers (uW) / logic (uW) / clock network [uW]
global route: 376 / 179 / 294
CTS: 374 / 170 / 252
finish: 373 / 165 / 244
==> cell usage after synthesis <==
master   n  share of area
mux2_4   8           0.36
dfrtp_1  8           0.60
buf_6    1          0.034
==> layer usage <==
metal,global-route usage,wire (um),vias to the layer above
li1,-,-,109
met2,0.0369,355,16
met4,0.00352,0,0
met1,0.0419,446,104
met5,0,0,-
met3,0.0284,137,0
==> timing repair <==
item,4_1_cts,5_1_grt
pin swaps,0,0
setup endpoints to repair,16,2
setup buffers,1,0
gates resized,26,0
==> through the flow <==
step / power, uW / worst slack (ns) / cells
after floorplan: 432 / 0.258 / 17
after global placement: 574 / -0.285 / 84
after detailed placement: 575 / -0.302 / 84
after CTS: 796 / 0.0399 / 88
after global routing: 849 / -0.00483 / 88
final: 782 / 0.0482 / 88
No activity file was given, so power comes from the tool's default toggle rates.
